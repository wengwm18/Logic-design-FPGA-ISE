==> design/flow/design.v <==
`timescale 1ns / 1ps
module lcd_ctrl (
  input wire clk,
  input wire rst_n,
  input wire [7:0] data,     
  input wire data_valid,     
  output reg LCD_di,
  output wire LCD_rw,
  output reg LCD_en,
  output wire LCD_rst,
  output wire [1:0] LCD_cs,
  output reg [7:0] LCD_data,
  output reg en_tran,
  input start_ram,
  output reg finish_ram
);
  parameter SETDSL = 3'd0;
  parameter SetY = 3'd1;
  parameter SetX = 3'd2;
  parameter Display = 3'd3;
  parameter IDLE = 3'd4;
  parameter EARSE = 3'd5;
  assign LCD_rst = rst_n;
  assign LCD_cs = 2'b10;
  assign LCD_rw = 1'b0;
  reg finish_ram_tmp;
  reg LCD_di_next;
  reg [7:0] LCD_data_next;
  reg LCD_en_next;
  reg [2:0] state,state_next;
  reg en_tran_next;
  reg [5:0] y_cnt,y_cnt_next;
  reg [1:0] flag,flag_next;
  reg [2:0] x_cnt,x_cnt_next;
  always @(posedge clk or negedge rst_n) begin
    if (~rst_n) begin
      LCD_di = 1'd0;
      LCD_data = 8'b0000_0000;
      LCD_en = 1'b1;
      state = SETDSL;
      en_tran = 1'b0;
      y_cnt = 6'd0;
      x_cnt = 3'd0;
      flag = 2'd0;
		finish_ram = 1'd0;
    end else begin
      LCD_di = LCD_di_next;
      LCD_data = LCD_data_next;
      LCD_en = LCD_en_next;
      state = state_next;
      en_tran = en_tran_next;
      y_cnt = y_cnt_next;
      x_cnt = x_cnt_next;
      flag = flag_next;
		finish_ram = finish_ram_tmp;
    end
  end
  always @* begin
    state_next = state;
    if (LCD_en == 1'b0) begin
      case (state)
        SETDSL: begin
          state_next = EARSE;
        end
        EARSE: begin
          if ({x_cnt,y_cnt} == {3'd7,6'd63}) 
			 state_next = SetX;
        end
        SetX: begin
          state_next = SetY;
        end
        SetY: begin
          state_next = IDLE;
        end
        Display: begin
          if(flag == 1'b1 && x_cnt == 3'd0 && y_cnt == 6'd0)
			 begin
			 state_next = IDLE;
			 finish_ram_tmp = 1'd1; 
			 end
        end
        IDLE:begin
			 begin
			 if(start_ram==1)	 
				begin
				state_next = Display;
				finish_ram_tmp = 1'd0;
				end
			 else
			 begin
				state_next = IDLE;
				finish_ram_tmp = finish_ram;
			 end
			 end
		  end
      endcase
    end
  end
  always @(*) begin
    LCD_en_next = ~LCD_en;
    LCD_data_next = LCD_data;
    LCD_di_next = LCD_di;
    en_tran_next = 1'd0;
    y_cnt_next = y_cnt;
    x_cnt_next = x_cnt;
    flag_next = flag;
    if (LCD_en ==1'd0) begin
      case (state)
        SETDSL: begin
          LCD_data_next = 8'b1100_0000;
          LCD_di_next   = 1'd0;
        end
        EARSE: begin
          if (flag == 2'b0) begin
            LCD_di_next   = 1'd0;
            LCD_data_next = {5'b10111,x_cnt};
            flag_next = flag + 1'b1;
          end else if (flag == 2'b1) begin
            LCD_di_next   = 1'd0;
            LCD_data_next = 8'b0100_0000;
            flag_next = flag + 1'b1;
          end else begin
            LCD_di_next   = 1'd1;
            LCD_data_next  = 8'b0000_0000;
            if (y_cnt == 6'd63) begin
              y_cnt_next = 6'd0;
              flag_next = 2'd0;
              x_cnt_next = x_cnt + 1'b1;
            end else begin
              y_cnt_next = y_cnt + 1'b1;
            end
          end
        end
        SetX: begin
          LCD_data_next = 8'b10111000;
          LCD_di_next   = 1'd0;
        end
        SetY: begin
          LCD_data_next = 8'b0100_0000;
          LCD_di_next   = 1'd0;
        end
        Display: begin
          if (flag == 2'b0) begin
            en_tran_next = 1'd1;
          end else if (flag == 2'd1) begin
            LCD_data_next = {5'b10111, x_cnt};
            LCD_di_next = 1'd0;
            flag_next = 2'd0;
          end
          if (data_valid) begin
            y_cnt_next = y_cnt + 1'b1;
            LCD_di_next = 1'd1;
            LCD_data_next = data;
            if (y_cnt == 6'd63) begin
              flag_next = flag + 1'b1;
              x_cnt_next = x_cnt + 1'b1;
            end
          end
        end
        IDLE: begin
          LCD_di_next = 1'd0;
          LCD_data_next = 8'b0011_1111;
        end
      endcase
    end
  end
endmodule
==> design/flow/run.sh <==
#!/bin/bash
# OpenROAD 26Q1-2900-gdf79404cd8, Yosys 0.63+post, stock flow scripts
make -C /OpenROAD-flow-scripts/flow DESIGN_CONFIG=/design/flow/config.mk WORK_HOME=/design/flow/orfs finish
==> design/flow/config.mk <==
export PLATFORM = sky130hd
export DESIGN_NAME = lcd_ctrl
export DESIGN_NICKNAME = lcd_ctrl
export VERILOG_FILES = /design/flow/design.v
export SDC_FILE = /design/flow/constraint.sdc
export NUM_CORES = 4
export LEC_CHECK = 1
export CORE_UTILIZATION = 30
==> design/flow/constraint.sdc <==
current_design lcd_ctrl

set clk_period 2.4
set clk_io_pct 0.2

create_clock -name clk0 -period $clk_period [get_ports {clk}]

set non_clock_inputs [all_inputs -no_clocks]
set_input_delay [expr $clk_period * $clk_io_pct] -clock clk0 $non_clock_inputs
set_output_delay [expr $clk_period * $clk_io_pct] -clock clk0 [all_outputs]
==> flow_summary.json <==
{
  "fp.dieH_um": 76,
  "fp_util": 0.316,
  "finalSetupViolCount": 0,
  "drcViolationCount": 0,
  "synth-warning-count": 1,
  "drive_above_1_share": 0.139,
  "syn_area_um2": 1640,
  "hp-class": "reg2reg",
  "clock-skew-final_ns": 0.00625,
  "cp.arrival_ns": 2.34,
  "ys_cells": 159,
  "worstHoldPathCells": 1,
  "crit_cells": 6,
  "pwr-share-clk": 0.336,
  "gp_congestion": 0.802,
  "pwr-share-seq": 0.432,
  "final_cell_area_um2": 2070,
  "status": "finished, final reports clean",
  "antenna_found_initial": 0,
  "cp_num_buf_inv": 1,
  "syn_avg_cell_area_um2": 10.3,
  "max_freq_mhz": 469,
  "antenna_cells_inserted": 0,
  "dieArea_um2": 5780,
  "drt_iter0_markers": 88,
  "cts_tree": "built",
  "timing.hold.ws_ns": 0.491,
  "track_usage": 0.134,
  "combPwrFrac": 0.232,
  "critPathKind": "reg2reg",
  "drt-vias-per-instance": 4.95,
  "drt_first_pass_iters": 4,
  "dr_total_vias": 1271,
  "ys_types": 54,
  "cp_top_family": "simple AND/OR/NAND/NOR gates",
  "postCtsHoldBufs": 0,
  "hold_violations": 0,
  "ant_nets": 0,
  "synth_cells": 159,
  "port-buffer-count": 24,
  "rr_worst_depth": 6,
  "post_cts.repair.setup_buffers": 0,
  "drv_cap": 0,
  "drt-wirelength-per-cell_um": 13.6,
  "required_ns": 2.60,
  "ys.flops": 30,
  "critPathMaxFanout": 9,
  "synth_chip_area_um2": 1640,
  "synth-async-reset-ratio": 0.967,
  "period_minus_slack_ns": 2.13,
  "cp_slowest_cell": "dfrtp_1",
  "grt_max_degree": 30,
  "tool_warnings": 30,
  "peakVddDrop_mv": 0.281,
  "cts_resized": 0,
  "htreeDepth": 2,
  "power_density_nw_per_um2": 753,
  "clock_latency_ns": 0.28,
  "period_used_share": 0.889,
  "total_power_mw": 1.56,
  "rsz0062_at_grt": "false",
  "p_int_mw": 1.11,
  "unclocked_pins": 1,
  "dieWidth_um": 76,
  "untimed_endpoints": 2,
  "clkTransAtPathRegs_ns": 0.07,
  "critPathCaptureType": "flop",
  "cp-start-kind": "flop",
  "fp.coreArea_um2": 5200,
  "syn2layout_area_growth_pct": 26.0,
  "leakagePower_nw": 0.875,
  "fin_tns_setup_ns": 0,
  "p_sw_mw": 0.444,
  "io-pin-count": 28,
  "cts_buffers": 5,
  "edf_count": 0,
  "worstMarginPinSlew_ns": 0.647,
  "flop_cell": "dfrtp_1",
  "dp_slack_ns": 0.207,
  "drv_slew": 0,
  "grt_pass1_vias": 1206,
  "grt-ovfl-total": 0,
  "slew_headroom": 0.566,
  "sw_frac_of_total": 0.285,
  "grt_pass1_wl_um": 6080,
  "place_area_um2": 1950,
  "rows": 26,
  "finalWirelength_um": 3490,
  "critPathMaxStageDelay_ns": 0.47,
  "dp_hpwl_um": 2450,
  "clock_path_buffers": 2,
  "cts_root_buf": "clkbuf_8",
  "crit_chain": "inv_1, ha_1, o21a_1, or3_4, or4_1, a21oi_1",
  "fin_ws_ns": 0.266
}
-- synth_stat cells (all sizes together), types with 4 or more instances --
| cell | instances | area [µm²] |
|---|---|---|
| dfrtp | 27 | 676 |
| inv | 12 | 45.0 |
| nand2 | 9 | 33.8 |
| o21ai | 9 | 45.0 |
| ha | 8 | 100 |
| buf | 7 | 51.3 |
| o2bb2ai | 7 | 61.3 |
| a21oi | 6 | 30.0 |
| nor2 | 5 | 18.8 |
| xnor2 | 5 | 43.8 |
| mux2 | 4 | 45.0 |
| nand3 | 4 | 20.0 |
-- stage by stage --
step,utilization,instances
final,0.398,257
after global placement,0.375,249
after global routing,0.398,257
after floorplan,-,160
after CTS,0.398,257
after detailed placement,0.375,249
-- registers in the layout, summed over array words and instances, names as in the netlist, 2 cells and up, named ones only --
name      count
LCD_data      8
y_cnt         6
state         5
x_cnt         3
flag          2
-- worst register-to-register path: stages (launching register included) --
cell and delay (ns):
dfrtp_1 0.47, inv_1 0.07, ha_1 0.30, o21a_1 0.24
or3_4 0.34, or4_1 0.47, a21oi_1 0.16
-- power groups by stage --
stage / registers [mW] / clock network, mW / logic (mW)
6_report: 0.673 / 0.523 / 0.362
5_1_grt: 0.688 / 0.568 / 0.410
4_1_cts: 0.672 / 0.542 / 0.366
-- layout by cell type, fill, tap and decap left out, types with 3 or more instances in the layout --
master | Yosys | final
ha_1 | 8 | 8
clkbuf_8 | 0 | 6
a21oi_1 | 6 | 6
xnor2_1 | 5 | 5
nor2_1 | 5 | 5
conb_1 | 2 | 3
a221oi_1 | 3 | 3
o21ai_0 | 8 | 8
and3_1 | 3 | 3
or2b_1 | 3 | 3
buf_4 | 4 | 5
nand4_1 | 3 | 3
clkdlybuf4s50_1 | 0 | 24
mux2_2 | 4 | 4
o2bb2ai_1 | 7 | 7
nand2_1 | 9 | 9
inv_1 | 12 | 12
dfrtp_1 | 27 | 27
nand3_1 | 4 | 4
-- routing by layer --
layer	wire, µm	global-route usage	vias up	part of all wire
li1	-	-	627	-
met5	0	0	-	0
met3	159	0.0304	7	0.046
met1	1820	0.229	601	0.52
met4	48	0.0173	0	0.014
met2	1460	0.180	36	0.42
-- area by class of cell --
| cell class | count | area, µm² |
|---|---|---|
| Inverter | 13 | 48.8 |
| Timing Repair Buffer | 29 | 278 |
| Tap cell | 70 | 87.6 |
| Multi-Input combinational cell | 107 | 792 |
| Sequential cell | 30 | 743 |
| Clock inverter | 2 | 37.5 |
| Clock buffer | 6 | 82.6 |
| Fill cell | 505 | 3140 |
-- path summary, 6_finish.rpt --
| path | start | end | slack [ns] |
|---|---|---|---|
| worst min register to register | LCD_data[4] | LCD_data[4] | 0.49 |
| worst max register to register | flag[0] | y_cnt[5] | 0.27 |
| worst max-delay path | flag[0] | y_cnt[5] | 0.27 |
| min in group asynchronous | rst_n | y_cnt[2] | 0.62 |
| max in group asynchronous | rst_n | LCD_en | 1.47 |
| worst min-delay path | LCD_data[4] | LCD_data[4] | 0.49 |
-- cells by family (layout without fill, tap and decap cells) --
group,after synthesis,after routing,synth area share
compound gates,45,45,0.203
xor+xnor,5,5,0.0267
fa+ha+maj,8,8,0.0609
buf+inv,23,50,0.0678
flops,29,29,0.443
latches,1,1,0.00914
mux,4,4,0.0274
other cells,2,3,0.00457
simple gates,42,42,0.157
Power figures rest on the tool's default switching activity, not on a simulated workload.
